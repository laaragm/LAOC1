--- flow/run.sh ---
#!/bin/bash
# OpenROAD 26Q1-2900-gdf79404cd8, Yosys 0.63+post, stock flow scripts
make -C /OpenROAD-flow-scripts/flow DESIGN_CONFIG=/design/flow/config.mk WORK_HOME=/design/flow/orfs finish
--- flow/config.mk ---
export PLATFORM = sky130hd
export DESIGN_NAME = ULA
export DESIGN_NICKNAME = ULA
export VERILOG_FILES = /design/flow/design.v
export SDC_FILE = /design/flow/constraint.sdc
export NUM_CORES = 4
export LEC_CHECK = 1
export CORE_AREA = 10 10 85 85
export DIE_AREA = 0 0 95 95
export SYNTH_HDL_FRONTEND = slang
--- flow/constraint.sdc ---
current_design ULA

set clk_period 7.9
set clk_io_pct 0.2

create_clock -name clk0 -period $clk_period

set non_clock_inputs [all_inputs -no_clocks]
set_input_delay [expr $clk_period * $clk_io_pct] -clock clk0 $non_clock_inputs
set_output_delay [expr $clk_period * $clk_io_pct] -clock clk0 [all_outputs]
--- flow/design.v ---
module ULA(control, A, B, out, zero);
    input [2:0] control;
    input [7:0] A,B;
    output reg [7:0] out;
    output zero; 
    assign zero = (out == 0);
    always@(control, A, B) begin
        case(control)
            0: out <= A & B;  
            1: out <= A | B;  
            2: out <= A + B;  
            3: out <= A - B;  
            5: out <= A < B ? 1 : 0;  
            6: out <= -(A | B);  
            default: out <= 0;
        endcase
    end
endmodule
==> metrics.yaml <==
top_area_cell: "ha_1"
seq_cell_count: 0
hold_viol: 0
leakage_nw: 0.702
initCoreUtil: 0.236
yosysWarnings: 0
placed_cell_area_sq_mm: 0.00162
min_path_type: "input pin to output pin"
setup-violations-final: 0
chipArea_sq_mm: 0.00903
final_antenna_net_count: 0
status: "completed"
period_minus_slack_ns: 6.15
min_to: "out[0]"
dp.cells: 265
avgSynthCellArea_sq_um: 7.42
track_usage: 0.0826
antenna_found_initial: 0
grt_pass1_wl_mm: 6.31
drc: 0
cts_resized: 0
ys_seq_frac: 0
rows: 27
warnings: 48
worstHoldStart: "B[7]"
hold_buffers: 0
stdcell_area_sq_mm: 0.00162
fp.coreArea_sq_mm: 0.00547
drv_slew: 0
vias: 1314
viasPerCell: 4.96
top_area_frac: 0.242
post_cts_buffers: 0
crit_required_ns: 6.32
n_antenna_cell: 0
worstMarginPinSlew_ns: 0.657
whs_ns: 4.39
synth.distinct_cells: 50
start_kind: "input pin"
ir_worst_vdd_uv: 15.8
drt_pass1_iterations: 4
slew-limit-headroom: 0.561
grt_max_degree: 21
hold_path_depth: 7
crit_type: "input pin to output pin"
wl_per_cell_um: 13.9
dp_hpwl_mm: 3.12
synthTopCellsByArea: "ha_1, inv_1, nor2_1"
synth.most_common_cell: "ha_1"
worst_slack_ns: 1.75
cap_violations: 0
synth_chip_area_sq_mm: 0.00129
syn_area_sq_mm: 0.00129
drt_iter0_drc: 91
grt_pass1_vias: 1380
die_h_um: 95
pre_cts_ws_ns: 1.73
drive_above_1_share: 0.0311
yosys-stat-cells: 174
syn2layout_area_growth_pct: 25.2
io_buffers: 28
end_kind: "output pin"
routed_wl_mm: 3.68
gp_congestion: 0.933
final_cells: 265
cp.arrival_ns: 4.57
period_used_share: 0.779
n_clock_buffer: 0
tns_ns: 0
grt-ovfl-total: 0
grt_setup_unrepaired: "no"
synthTopCellsByCount: "ha_1, inv_1, nor2_1, nand2_1, nand2b_1"
fp.dieW_um: 95
powerDensity_mw_per_mm2: 61.4
io_pins: 28
postSynthCellCount: 174
worstPathMaxFanout: 4
flop_area_sq_um: 0
fmax_mhz: 163
[layout make-up]
type / instances / area [sq um]
Multi-Input combinational cell: 145 / 1170
Inverter: 20 / 75.1
Fill cell: 599 / 3860
Tap cell: 72 / 90.1
Timing Repair Buffer: 28 / 280
[kinds of logic (layout without fill, tap and decap cells)]
group           after synthesis  after routing  share of synthesized area
buf+inv                      29             48                     0.0930
compound gates               53             53                      0.313
simple gates                 54             54                      0.240
fa+ha+maj                    27             27                      0.273
mux                           5              5                     0.0397
xor+xnor                      6              6                     0.0407
[worst max-delay path, cell delays in order]
cell             delay [ns]
clkdlybuf4s50_1        0.55
inv_1                  0.11
ha_1                   0.32
or2_1                  0.25
a221oi_1               0.40
o31ai_1                0.14
a221oi_1               0.27
o21ai_1                0.16
nor4_2                 0.28
clkdlybuf4s50_1        0.50
[worst max-delay path by stage]
stage	startpoint	endpoint	slack [ns]	depth (start not counted)
after CTS	A[1]	zero	1.71	10
after global routing	B[1]	zero	1.55	10
final	A[1]	zero	1.75	10
[metal layers]
metal,wire length [um],global-route usage,share of wire
met1,1710,0.113,0.46
met2,1720,0.139,0.47
met3,232,0.0112,0.063
met4,19,0.00998,0.0052
met5,0,0,0
[cells in the final DEF, fill, tap and decap left out, types with 5 or more instances in the layout]
| master | instances |
|---|---|
| ha_1 | 25 |
| nor2_1 | 12 |
| nor3_1 | 5 |
| clkdlybuf4s50_1 | 28 |
| a21oi_1 | 5 |
| inv_1 | 20 |
| nor2b_1 | 5 |
| nand2_1 | 6 |
| nand2b_1 | 6 |
[per-stage QoR]
step	power [mW]	utilization
after CTS	0.0992	0.295
after global routing	0.111	0.295
after global placement	0.0989	0.295
final	0.0992	0.295
after detailed placement	0.0988	0.295
after floorplan	0.0620	-
[power by group]
group          total [mW]  internal, mW  switching (mW)
sequential              0             0               0
clock                   0             0               0
combinational      0.0992        0.0503          0.0490
total              0.0992        0.0503          0.0490
No activity file was given, so power comes from the tool's default toggle rates.
