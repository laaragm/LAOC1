**run.sh**
```bash
#!/bin/bash
# OpenROAD 26Q1-2900-gdf79404cd8, Yosys 0.63+post, stock flow scripts
make -C /OpenROAD-flow-scripts/flow DESIGN_CONFIG=/design/flow/config.mk WORK_HOME=/design/flow/orfs finish
```
**config.mk**
```make
export PLATFORM = sky130hd
export DESIGN_NAME = Memory
export DESIGN_NICKNAME = Memory
export VERILOG_FILES = /design/flow/design.v
export SDC_FILE = /design/flow/constraint.sdc
export NUM_CORES = 4
export LEC_CHECK = 1
export CORE_UTILIZATION = 30
export SYNTH_HDL_FRONTEND = slang
```
**constraint.sdc**
```tcl
current_design Memory

set clk_period 29.1
set clk_io_pct 0.2

create_clock -name clk0 -period $clk_period [get_ports {clock}]

set non_clock_inputs [all_inputs -no_clocks]
set_input_delay [expr $clk_period * $clk_io_pct] -clock clk0 $non_clock_inputs
set_output_delay [expr $clk_period * $clk_io_pct] -clock clk0 [all_outputs]
```
**design.v**
```verilog
module Memory(
	output [7:0] data,
	input clock,
	input write_enabled, 
	input [7:0] address,
	input [7:0] write_data
);
	reg [7:0] memory [255:0];
	initial $readmemb ("numbers.txt", memory);
	always @ (posedge clock) begin
		if (write_enabled) 
			memory[address] <= write_data;
	end
	assign data = memory[address];
endmodule
```
==> out/results.tsv <==
stage	metric	value	unit
run_status	status	finished, final reports clean	
placement	Post-DP HPWL	114.0	mm
timing	Achievable Freq	56.83	MHz
finish	most instantiated logic cell after routing	edfxtp_1	
worst_setup_path	Crit Path Max Fanout	59	
drt	WL final	191.2	mm
floorplan	Core ar.	0.2597	mm2
timing	fin. max-slew vios	0	
global_routing	largest net degree at the start of global routing	90	
clock_network	CTS tree	done	
floorplan	Chip Height	513.0	um
floorplan	IO Count	26	
timing	setup repair after global routing missed its margin	no	
global_routing	vias in the first global route	41280	
drt	DRC violations left	0	
pwr	leakage	0.02671	uW
clock_network	Num CTS Buffers	201	
synthesis	Post-Syn Area	0.07833	mm2
floorplan	cell row count	187	
synthesis	ys cells	3539	
finish	Top cells excl fill/tap	2048 x edfxtp_1, 512 x mux4_2, 256 x a22oi_1	
placement	Post-DP Area	0.08332	mm2
drt	WL per Instance	26.20	um
drt	post-route ant nets	0	
finish	Flop area	0.06150	mm2
finish	Fillers	23650	
clock_network	H-Tree Depth	4	
floorplan	die area	0.2632	mm2
placement	I/O Buffers	25	
finish	max FFs per register	2048	
synthesis	Synthesis Warnings	0	
timing	setup tns final	0	ns
worst_setup_path	Setup CP Type	in2out	
synthesis	Post-synth EDFFs	2048	
worst_setup_path	CP Capture Type	primary output	
clock_network	post-CTS sizing	0	
finish	most flop-heavy register	memory	
global_routing	first-pass GRT wire length	281.0	mm
drt	DRT iter0 DRCs	2631	
timing	headroom to the max-slew limit	0.2999	
timing	min cycle time layout	17.60	ns
global_routing	antenna violations before repair	6	
floorplan	Initial Utilization	0.3016	
timing	Hold Vio Cnt, Final	0	
synthesis	Commonest flop	edfxtp_1	
clock_network	Setup Buffers After CTS	0	
timing	cycle use final	0.6047	
clock_network	Clock Pin Slew Worst Setup and Hold Paths	0.06	ns
run	Max Cap Violations	0	
worst_setup_path	startpoint types	input pin	
finish	logic area	0.01579	mm2
timing	endpoints failing setup	0	
synthesis	Synth Seq Share	0.7851	
global_routing	global-route usage over all layers	0.1574	
timing	Worst Tran Pin Value	1.039	ns
pwr	worst vdd ir	0.00005158	V
worst_setup_path	crit path DRT	23.28	ns
synthesis	gate count of the mapped netlist	3539	
clock_network	CTS Hold Buffers Added	0	
global_routing	grt ovf	0	
placement	Final GP Congestion	0.8733	
synthesis	post-synthesis area per instance	22.13	um2
clock_network	Root Buffer Master	clkbuf_16	
finish	fraction of layout cells with a size suffix above 1	0.2563	
worst_setup_path	crit path DAT	11.78	ns
drt	DR vias/cell	5.057	
finish	design area	0.08952	mm2
pwr	total power	5974	uW
synthesis	Yosys reg bits	2048	
clock_network	CTS sink cnt	2048	
finish	area delta synth->final	14.29	%
synthesis	post-synthesis chip area from yosys	0.07833	mm2
floorplan	die width	513.0	um
clock_network	clk buf depth	3	
synthesis	ys async rst share	0	
run	Log Warnings	26	
synthesis	Cell Type Count	21	
pwr	PwrDens	66.73	mW/mm2
drt	Via Count	36910	
drt	1st-pass router iterations	7	
min_path	hold crit path type	in2reg	
finish	Largest regs	memory x2048	
## cell type report
cell class	count	area share
Timing Repair Buffer	215	0.01971
Antenna cell	3	0.00008386
Clock buffer	257	0.05924
Clock inverter	115	0.01001
Multi-Input combinational cell	1258	0.1764
Tap cell	3402	0.04755
Sequential cell	2048	0.6870
Inverter	1	0.00004193
## critical path, stage by stage
cell and delay [ns]:
buf_8 0.46, buf_4 0.49, buf_4 0.64, buf_12 0.47, buf_4 0.61, buf_4 0.55
mux4_2 0.58, a22oi_1 0.26, a21oi_1 0.11, o41ai_1 0.65, nand4_1 0.37, clkdlybuf4s50_1 0.52
## path summary, 6_finish.rpt
kind	start	end	slack [ns]	depth (start not counted)
max	address[0]	data[1]	11.50	12
min	write_data[5]	memory[14][5]	5.44	1
## cell usage after synthesis (7+ instances only)
cell / number / area, um2
a21oi_1: 128 / 640.6
a22oi_1: 256 / 1922
buf_1: 19 / 71.32
buf_2: 36 / 180.2
buf_4: 16 / 120.1
buf_6: 16 / 180.2
clkbuf_1: 145 / 544.3
edfxtp_1: 2048 / 61500
mux4_2: 512 / 11530
nand2_1: 28 / 105.1
nand3_1: 13 / 65.06
nand4_1: 8 / 50.05
nor2_1: 232 / 870.8
nor2b_1: 7 / 43.79
nor3_1: 30 / 150.1
o41ai_1: 32 / 280.3
## per-layer routing
metal	part of all wire	wire length (um)	up-vias	track usage
met1	0.34	64120	19020	0.1823
met4	0.034	6520	6	0.04279
met2	0.47	90610	2115	0.2361
li1	-	-	15450	-
met5	0.00036	68	-	0.001826
met3	0.16	29880	320	0.1135
## cell families after synthesis
group                  synth area share
flip-flops                       0.7851
AND-OR/OR-AND                   0.03629
AND/OR/NAND/NOR                 0.01736
multiplexers                     0.1472
buffers and inverters           0.01404
## report_power, final
| group | internal [uW] | switching [uW] | total [uW] | leakage, uW |
|---|---|---|---|---|
| Clock | 1370 | 1080 | 2450 | 0.00304 |
| Combinational | 94.0 | 179 | 273 | 0.00526 |
| Sequential | 3250 | 1.28 | 3250 | 0.0184 |
| Total | 4710 | 1260 | 5970 | 0.0267 |
## through the flow
step                      hold WS, ns  cells    util  worst slack (ns)
after floorplan                 5.919   3539       -             15.72
after global placement          6.282   6924  0.3208             11.21
after detailed placement        6.291   6924  0.3208             11.29
after CTS                       5.401   7296  0.3447             11.26
after global routing            5.418   7297  0.3447             11.00
final                           5.439   7299  0.3447             11.50
Power and IR drop assume default switching activity.
