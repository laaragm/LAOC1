`design/flow/run.sh`:
```
#!/bin/bash
# OpenROAD 26Q1-2900-gdf79404cd8, Yosys 0.63+post, stock flow scripts
make -C /OpenROAD-flow-scripts/flow DESIGN_CONFIG=/design/flow/config.mk WORK_HOME=/design/flow/orfs finish
```
`design/flow/config.mk`:
```
export PLATFORM = sky130hd
export DESIGN_NAME = banco
export DESIGN_NICKNAME = banco
export VERILOG_FILES = /design/flow/design.v
export SDC_FILE = /design/flow/constraint.sdc
export NUM_CORES = 4
export LEC_CHECK = 1
export CORE_AREA = 10 10 70 70
export DIE_AREA = 0 0 80 80
export SYNTH_HDL_FRONTEND = slang
```
`design/flow/constraint.sdc`:
```
current_design banco

set clk_period 1.0
set clk_io_pct 0.2

create_clock -name clk0 -period $clk_period [get_ports {clock}]

set non_clock_inputs [all_inputs -no_clocks]
set_input_delay [expr $clk_period * $clk_io_pct] -clock clk0 $non_clock_inputs
set_output_delay [expr $clk_period * $clk_io_pct] -clock clk0 [all_outputs]
```
`design/flow/design.v`:
```
module banco(Read1, Read2, WriteReg, WriteData, RegWrite, Data1, Data2, clock);
	input [2:0] Read1, Read2, WriteReg; 
	input [7:0] WriteData; 
	input RegWrite; 
	input clock; 
	output [7:0] Data1,Data2; 
	wire [7:0] saida_decodificador;
	wire [7:0] saida_reg0, saida_reg1, saida_reg2, saida_reg3, saida_reg4, saida_reg5, saida_reg6, saida_reg7;  
	 decodificador dec1(WriteReg, saida_decodificador);
	registrador reg0(WriteData, clock, saida_decodificador[0] & RegWrite, saida_reg0);
	registrador reg1(WriteData, clock, saida_decodificador[1] & RegWrite, saida_reg1);
	registrador reg2(WriteData, clock, saida_decodificador[2] & RegWrite, saida_reg2);
	registrador reg3(WriteData, clock, saida_decodificador[3] & RegWrite, saida_reg3);
	registrador reg4(WriteData, clock, saida_decodificador[4] & RegWrite, saida_reg4);
	registrador reg5(WriteData, clock, saida_decodificador[5] & RegWrite, saida_reg5);
	registrador reg6(WriteData, clock, saida_decodificador[6] & RegWrite, saida_reg6);
	registrador reg7(WriteData, clock, saida_decodificador[7] & RegWrite, saida_reg7);
	multiplexador mux1(saida_reg0,saida_reg1,saida_reg2,saida_reg3,saida_reg4,saida_reg5,saida_reg6,saida_reg7,Read1,Data1);
	multiplexador mux2(saida_reg0,saida_reg1,saida_reg2,saida_reg3,saida_reg4,saida_reg5,saida_reg6,saida_reg7,Read2,Data2); 
endmodule
module decodificador(entrada, saida);
	input [2:0] entrada;
	output reg [7:0] saida;
	always@(entrada, saida)
		case(entrada)
			3'b000: saida[0] = 1;
			3'b001: saida[1] = 1;
			3'b010: saida[2] = 1;
			3'b011: saida[3] = 1;
			3'b100: saida[4] = 1;
			3'b101: saida[5] = 1;
			3'b110: saida[6] = 1;
			3'b111: saida[7] = 1;
		endcase
endmodule
module multiplexador(entrada0, entrada1, entrada2, entrada3, entrada4, entrada5, entrada6, entrada7, controle, saida);
	input [7:0] entrada0,entrada1,entrada2,entrada3,entrada4,entrada5,entrada6,entrada7;
	input [2:0] controle;
	output reg [7:0] saida;
	always@(entrada0,entrada1,entrada2,entrada3,entrada4,entrada5,entrada6,entrada7,controle,saida)
		case(controle)
			3'b000: saida = entrada0;
			3'b001: saida = entrada1;
			3'b010: saida = entrada2;
			3'b011: saida = entrada3;
			3'b100: saida = entrada4;
			3'b101: saida = entrada5;
			3'b110: saida = entrada6;
			3'b111: saida = entrada7;
		endcase
endmodule
module registrador(dado, clock, habilita_escrita, saida);
	input [7:0] dado;
	input clock;
	input habilita_escrita;
	output reg [7:0] saida;
	always@(posedge clock)
		if(habilita_escrita)
			saida <= dado;
		else
			saida <= 0;
endmodule
```
==> results.json <==
{
  "p_comb_share_pct": 14.4,
  "cts_hold_buf": 0,
  "outcome": "completed",
  "hp-start": "WriteData[6]",
  "rsz0062_at_grt": "yes",
  "fin_util_pct": 16.41,
  "die_width_um": 80,
  "ys_area_um2": 270.3,
  "path_buffers": 1,
  "setup_ws_ns": 0.01277,
  "seq_power_share_pct": 51.9,
  "slew_violations": 0,
  "worst_path_largest_cell_delay_ns": 0.31,
  "portBuffers": 25,
  "via_per_inst": 2.527,
  "ys_cells": 24,
  "p_sw_share_pct": 17.17,
  "syn_to_final_growth_pct": 107.4,
  "yosysUniqueCellTypes": 3,
  "p_leak_nw": 0.2242,
  "firstDrtPassIters": 1,
  "intPower_mw": 0.5567,
  "syn_area_um2": 270.3,
  "gp_congestion": 0.6929,
  "min_period_over_period_pct": 98.72,
  "path_cells": "dlygate4sd2_1",
  "crit_family": "flip-flops",
  "pin_count": 35,
  "vias": 230,
  "syn-instance-count": 24,
  "wl_um": 800,
  "drt_iter0_markers": 0,
  "crit_slowest_cell": "dfxtp_2",
  "synth.yosys.seq_area_share_pct": 59.26,
  "cts_buffers": 3,
  "whs_ns": 0.5319,
  "path_max_fanout": 2,
  "fmax_mhz": 1013,
  "drv_cap": 0,
  "ant_nets": 0,
  "finalSetupViolCount": 0,
  "avgSynthCellArea_um2": 11.26,
  "row_count": 21,
  "vdd_ir_drop_max_mv": 0.2257,
  "final_cell_mix": "clkdlybuf4s15_1 (13), clkdlybuf4s50_1 (9), and2_1 (8), dfxtp_2 (8), clkbuf_4 (3)",
  "period_minus_slack_ns": 0.9872,
  "arrival_ns": 0.79,
  "wire_per_inst_um": 8.791,
  "largest_reg_flops": 8,
  "p_switching_mw": 0.1154,
  "critPathLaunch": "reg5.saida[1]",
  "core-area_um2": 3416,
  "final_hold_viol_count": 0,
  "power_density_nw_per_um2": 1199,
  "largest_register": "reg5.saida",
  "grt_pass1_vias": 251,
  "cts_tree": "done",
  "setup-tns-final_ns": 0,
  "cts_num_sinks": 8,
  "numSynthFlops": 8,
  "antenna_found_initial": 0,
  "layout_top_cell": "clkdlybuf4s15_1",
  "post_dp_cell_area_um2": 518.0,
  "cts_buffer_depth": 2,
  "die_y_um": 80,
  "clockRootBuffer": "clkbuf_4",
  "log.warning_count": 36,
  "path_clk_slew_ns": 0.05,
  "worst_setup_path_end_kind": "output port",
  "drc": 0,
  "post-place-ws_ns": -0.03081,
  "grt_max_degree": 9,
  "max_slew_margin_pct": 86.87,
  "worstSetupPathType": "flop to output port",
  "track_usage_pct": 2.254,
  "grt_pass1_wl_um": 1159,
  "htreeDepth": 1,
  "grt_overflow_total": 0,
  "fin_cells": 91,
  "dp.cells": 87,
  "yosysWarnings": 0,
  "min_path_type": "input pin to flop",
  "reg.largest.list": "reg5.saida x8",
  "tightest_slew_ns": 0.1964,
  "chipArea_um2": 6400,
  "core_util_floorplan_pct": 7.912,
  "fin_area_um2": 560.5,
  "clock_power_share_pct": 33.7,
  "start_kind": "flop",
  "drive_above_1_share_pct": 28.89,
  "crit_required_ns": 0.80,
  "totalPowerFinal_mw": 0.6721,
  "insertedDiodeCount": 0
}
cells by family (layout without fill, tap and decap cells):
group | after synthesis | in the layout | share of synthesized area [%]
buffers and inverters | 8 | 29 | 22.22
flip-flops | 8 | 8 | 59.26
AND/OR/NAND/NOR | 8 | 8 | 18.52
repair_timing:
action,4_1_cts,5_1_grt
setup buffers,1,0
cloned,0,0
endpoints found under the setup margin,16,14
gates resized,28,13
endpoints found under the hold margin,0,0
worst paths after layout:
check       endpoint  cells after the start  slack (ns)
max         Data1[1]                      1        0.01
min    reg5.saida[6]                      2        0.53
area by class of cell:
class	instances	area (µm²)
fill	385	2855
timing repair buffer	26	260.3
sequential	8	170.2
tap	46	57.56
multi-input combinational	8	50.05
clock buffer	3	22.52
power by group through the flow:
stage	Clock, mW	Sequential (mW)	Combinational, mW
after CTS	0.237	0.347	0.0909
after global routing	0.261	0.351	0.107
final	0.227	0.349	0.0968
cell usage after synthesis (all sizes together):
library cell | number | share of area [%]
dfxtp | 8 | 59
buf | 8 | 22
and2 | 8 | 19
routing by layer:
metal | up-vias | GRT usage, % | share of wire [%]
li1 | 106 | - | -
met5 | - | 0 | 0
met1 | 100 | 1.545 | 25
met4 | 0 | 0.8803 | 3.6
met3 | 3 | 2.045 | 24
met2 | 21 | 4.093 | 48
Power and IR drop assume default switching activity.
